## design.v

```verilog
module GCD(	 
  input         clock,
                reset,
  input  [15:0] io_value1,
                io_value2,
  input         io_loadingValues,
  output [15:0] io_outputGCD,
  output        io_outputValid);
  reg [15:0] x;	 
  reg [15:0] y;	 
  always @(posedge clock) begin
    if (io_loadingValues) begin
      x <= io_value1;	 
      y <= io_value2;	 
    end
    else if (x > y)	 
      x <= x - y;	 
    else	 
      y <= y - x;	 
  end  
  assign io_outputGCD = x;	 
  assign io_outputValid = y == 16'h0;	 
endmodule
```

## run.sh

```bash
#!/bin/bash
# OpenROAD 26Q1-2900-gdf79404cd8, Yosys 0.63+post, stock flow scripts
make -C /OpenROAD-flow-scripts/flow DESIGN_CONFIG=/design/flow/config.mk WORK_HOME=/design/flow/orfs finish
```

## config.mk

```make
export PLATFORM = sky130hd
export DESIGN_NAME = GCD
export DESIGN_NICKNAME = GCD
export VERILOG_FILES = /design/flow/design.v
export SDC_FILE = /design/flow/constraint.sdc
export NUM_CORES = 4
export LEC_CHECK = 1
export CORE_UTILIZATION = 50
```

## constraint.sdc

```tcl
current_design GCD

set clk_period 6.8
set clk_io_pct 0.2

create_clock -name clk0 -period $clk_period [get_ports {clock}]

set non_clock_inputs [all_inputs -no_clocks]
set_input_delay [expr $clk_period * $clk_io_pct] -clock clk0 $non_clock_inputs
set_output_delay [expr $clk_period * $clk_io_pct] -clock clk0 [all_outputs]
```

==> flow_metrics.tcl <==
# metrics dict for downstream scripts
set metrics [dict create \
    path_clk_slew_ns 0.08 \
    hold_buffers 0 \
    hpwl_um 6545 \
    final-setup-viol-count 0 \
    yosys_cells 377 \
    worst_pin_slew_ns 1.021 \
    io_pins 52 \
    dieArea_um2 6866 \
    crit_path_end_kind "flop" \
    cp_slowest_cell "inv_1" \
    crit_fanout 47 \
    grt.total_usage 0.2634 \
    num_vias 2888 \
    top_area_cell "edfxtp_1" \
    ys_seq_frac 0.2939 \
    avgSynthCellArea_um2 8.672 \
    async_reset_ff_frac 0 \
    numCtsBuffers 5 \
    grt_pass1_wl_um 13690 \
    hp-class "reg2reg" \
    simple_gate_share 0.2078 \
    drc 0 \
    warning_count 42 \
    synthCells 377 \
    adder_share 0.1309 \
    worst_setup_path_start_kind "primary input" \
    grt_pass1_vias 2694 \
    cts_tree "yes" \
    fin_ws_ns 3.325 \
    cts_root_buf "clkbuf_8" \
    synth-main-ff-cell "edfxtp_1" \
    regToRegSetupSlack_ns 3.55 \
    edf_count 32 \
    avgRoutedWirePerCell_um 17.17 \
    drt_pre_antenna_iters 5 \
    post-route-min-period_ns 3.475 \
    diodes 0 \
    initial_utilization 0.5178 \
    logic_family "AND-OR/OR-AND gates" \
    aoi_share 0.2292 \
    cts_sinks 32 \
    outcome "completed" \
    max_freq_mhz 287.8 \
    maxCapViolCount 0 \
    rsz0062_at_grt "no" \
    drt_iter0_drc 204 \
    cts_setup_buffers 0 \
    maxSlewHeadroom 0.3151 \
    ys_seq_elements 32 \
    mux_share 0.01225 \
    ys_sh_xor 0.02679 \
    crit_path_max_incr_delay_ns 0.63 \
    worstSetupPathType "in2reg" \
    die_w_um 82.86 \
    ys_warn_count 1 \
    post-synth-top-count-cell "nand2_1" \
    top_cell_area_share 0.2939 \
    ys_types 62 \
    dp_slack_ns 3.048 \
    post-route-period-util 0.5110 \
    wirelength_um 8500 \
    place_area_um2 3720 \
    antenna_found_initial 0 \
    tns_ns 0 \
    grt_max_degree 48 \
    arrival_ns 3.52 \
    rows 29 \
    syn_to_final_growth_pct 17.18 \
    fin_skew_ns 0.005986 \
    clockBufferDepth 2 \
    ys_area_um2 3269 \
    cp_cell_sequence "clkdlybuf4s50_1 -> buf_4 -> inv_1 -> o311ai_2 -> buf_4" \
    vias_per_cell 5.834 \
    r2r-start "x[5]$_DFFE_PP_" \
    common_cells "nand2_1 (41), inv_1 (38), edfxtp_1 (32)" \
    die_h_um 82.86 \
    final_cell_area_um2 3831 \
    finalMaxSlewViolations 0 \
    core_area_um2 6314 \
    yosys-top-cells-area "edfxtp_1 (29%), ha_1 (12%), nand2_1 (4.7%)" \
    final_antenna_net_count 0 \
    place.gp.congestion 0.9662 \
    crit_required_ns 6.84 \
    crit_top_cell "buf_4" \
    grt.overflow.total 0 \
    hold_slack_ns 0.8372 \
    synthesis.area_um2 3269 \
    drive_gt1_frac 0.08373 \
    rr_endpoint "y[9]$_DFFE_PP_" \
    cts_htree_levels 2 \
    endpoint "x[11]$_DFFE_PP_" \
    hold_violations 0 \
    r2r_cells 7 \
    critPathLaunch "io_loadingValues" \
    io_buffers 50 \
    worstSkewPairLatency_ns 0.29 \
    cts_resized 0 \
]
## flip-flops by register name, indices dropped and copies added (netlist names)
signal	flops
x	16
y	16
## worst min-delay path by stage
stage | from | to | slack [ns] | cells past startpoint
finish | x[0]$_DFFE_PP_ | y[0]$_DFFE_PP_ | 0.84 | 2
global route | x[0]$_DFFE_PP_ | y[0]$_DFFE_PP_ | 0.90 | 2
CTS | x[1]$_DFFE_PP_ | y[1]$_DFFE_PP_ | 0.87 | 2
## logic make-up after synthesis
kind of cell | count (synthesis)
and+or+nand+nor | 125
DFF | 32
xor gates and xnor gates | 10
muxes | 4
buffers and inverters | 58
adders and majority gates | 33
AOI/OAI and AO/OA | 115
## critical path: cells and delay by family
family	cells	cell delay, ns
buf+inv	4	1.63
compound gates	1	0.50
## area by class of cell
cell class / instances / area, um^2
clock buffer: 5 / 68.82
clock inverter: 3 / 42.54
fill: 555 / 2482
inverter: 38 / 142.6
multi-input combinational: 287 / 1997
sequential: 32 / 960.9
tap: 77 / 96.34
timing repair buffer: 53 / 523.0
## layer usage
layer / vias up / wire length (um) / track usage
li1: 1455 / - / -
met1: 1306 / 3988 / 0.4278
met2: 116 / 3838 / 0.3972
met3: 11 / 521 / 0.04238
met4: 0 / 152 / 0.04075
met5: - / 0 / 0
## cells in the final DEF, fill, tap and decap left out, drive strengths merged, types with 3 or more instances in the layout
master,instances
edfxtp,32
o31a,5
and3,4
inv,38
nand3,11
ha,31
a21oi,31
or2,5
a2111oi,4
buf,3
nor2,19
clkbuf,5
xor2,3
o21ai,32
a211oi,5
o22ai,5
nor2b,3
nand4,5
mux2i,4
nor4,7
a31oi,10
o31ai,3
a21o,8
xnor2,7
nand2b,6
and4,4
nor3,10
clkdlybuf4s50,50
nor3b,5
nand2,41
## through the flow
stage                 util  cells
detailed placement  0.5892    487
floorplan                -    377
global placement    0.5892    487
CTS                 0.6068    495
finish              0.6068    495
global route        0.6068    495
