$ cat flow/run.sh
#!/bin/bash
# OpenROAD 26Q1-2900-gdf79404cd8, Yosys 0.63+post, stock flow scripts
make -C /OpenROAD-flow-scripts/flow DESIGN_CONFIG=/design/flow/config.mk WORK_HOME=/design/flow/orfs finish
$ cat flow/config.mk
export PLATFORM = sky130hd
export DESIGN_NAME = DE10HexDecoder
export DESIGN_NICKNAME = DE10HexDecoder
export VERILOG_FILES = /design/flow/design.v
export SDC_FILE = /design/flow/constraint.sdc
export NUM_CORES = 4
export LEC_CHECK = 1
export CORE_AREA = 10 10 70 70
export DIE_AREA = 0 0 80 80
$ cat flow/constraint.sdc
current_design DE10HexDecoder

set clk_period 5.0
set clk_io_pct 0.2

create_clock -name clk0 -period $clk_period

set non_clock_inputs [all_inputs -no_clocks]
set_input_delay [expr $clk_period * $clk_io_pct] -clock clk0 $non_clock_inputs
set_output_delay [expr $clk_period * $clk_io_pct] -clock clk0 [all_outputs]
$ cat flow/design.v
module DE10HexDecoder(
  input  [7:0] io_in,
  output [6:0] io_out
);
  wire [6:0] offlight = 7'b1111111;
  wire [6:0] _GEN_0 = io_in == 8'hf ? 7'he : offlight;  
  wire [6:0] _GEN_1 = io_in == 8'he ? 7'h6 : _GEN_0;  
  wire [6:0] _GEN_2 = io_in == 8'hd ? 7'h21 : _GEN_1;  
  wire [6:0] _GEN_3 = io_in == 8'hc ? 7'h46 : _GEN_2;  
  wire [6:0] _GEN_4 = io_in == 8'hb ? 7'h3 : _GEN_3;  
  wire [6:0] _GEN_5 = io_in == 8'ha ? 7'h8 : _GEN_4;  
  wire [6:0] _GEN_6 = io_in == 8'h9 ? 7'h10 : _GEN_5;  
  wire [6:0] _GEN_7 = io_in == 8'h8 ? 7'h0 : _GEN_6;  
  wire [6:0] _GEN_8 = io_in == 8'h7 ? 7'h78 : _GEN_7;  
  wire [6:0] _GEN_9 = io_in == 8'h6 ? 7'h2 : _GEN_8;  
  wire [6:0] _GEN_10 = io_in == 8'h5 ? 7'h12 : _GEN_9;  
  wire [6:0] _GEN_11 = io_in == 8'h4 ? 7'h19 : _GEN_10;  
  wire [6:0] _GEN_12 = io_in == 8'h3 ? 7'h30 : _GEN_11;  
  wire [6:0] _GEN_13 = io_in == 8'h2 ? 7'h24 : _GEN_12;  
  wire [6:0] _GEN_14 = io_in == 8'h1 ? 7'h79 : _GEN_13;  
  assign io_out = io_in == 8'h0 ? 7'h40 : _GEN_14;  
endmodule
==> summary.txt <==
The synthesis and place-and-route flow finished, so here is a summary.

The run finished with clean final reports. The sequential area share after synthesis is 0%. The hold buffer count at cts came out at 0. Averaged over all synthesized cells, the footprint is 7.02 um^2.

The post-place instance area came out at 433 um^2. The number of DRC violations after detailed-routing iteration 0 is 12. The via count of the first global-routing pass came out at 234. The number of gates resized after CTS came out at 0.

The synthesis report lists the Yosys warning total as 0. For this run the detailed placement stage logged an HPWL of 788 um. The count of buffers added on input and output ports is 15. The peak supply drop came out at 0.0122 mV. Entering global routing, the biggest net connects 14 pins.

The busiest metal layer after global routing is met2. The die height is 80 um. The hold path startpoint is io_in[6].

The highest achievable clock rate is 259 MHz. The worst path buffer plus inverter count came out at 2. The slew at the pin closest to its max-slew limit came out at 420 ps. The kind of cell with the highest combined delay along the critical path is buffers and inverters.

The final weighted congestion recorded by global placement is 0.754. The DRC violation count after routing is 0. The slowest stage of the critical path belongs to the cell clkdlybuf4s50_1. The met2 layer usage reported by global route is 4.57%. Looking at the setup timing report, the critical path kind is input port to output port. The residual antenna-violating net count after detailed routing is 0. The antenna diode count is 0. The commonest non-fill, non-tap cell in the layout is clkdlybuf4s50_1. The signed area change from the synthesized netlist to the final layout came out at 71.3%. The biggest area contributor in the post-synthesis netlist is nor4_4.

The final global-route overflow total came out at 0. The number of sequential cells is 0. The worst setup path is launched from an input port. The worst endpoint required time came out at 4000 ps. Per the synthesis report, the single largest cell type by area occupies 8.42% of cell area. Yosys stat counts 36 cells in the synthesized netlist. The mean routed wirelength per cell came out at 9.97 um.

With fillers left out, the area of the finished cells amounts to 433 um^2. By area the synthesized netlist is led by nor4_4, nor2b_1, o221ai_1. Counting every instance in the synthesized netlist gives 36. The number of OpenROAD warnings came out at 32. In this run the critical path is formed by clkdlybuf4s50_1 > nor2b_1 > mux2_2 > a211o_1 > clkdlybuf4s50_1. Walking the critical path from launch to capture passes 5 cell instances. The final critical delay including setup and external delays came out at 3850 ps. The filler cells instantiated in the layout total 404. Per the cell usage report, the commonest logic cells after layout are clkdlybuf4s50_1, nor2b_1, nand2_1. The placeable core area came out at 3420 um^2. The cell area after technology mapping is 253 um^2. Overall routing resource usage recorded by global route was 2.79%.

Per the layout report, the design carries 0 clock buffers. The number of max-capacitance violations reported is 0. The mean number of vias per cell is 3.24. Per STA, the library cell used most along the worst path is clkdlybuf4s50_1. The final route contains 301 vias. The area enclosed by the die boundary came out at 6400 um^2. The final layout contains routed wiring with a total length of 927 um.

Yosys reports a chip area of 253 um^2. The highest fanout seen on the critical path came out at 13. The count of endpoints failing setup in the final report is 0. The power density over the cells came out at 56.4 nW/um^2. STA shows the worst min-delay path finishing at io_out[2]. The number of top-level pins came out at 15. For this run, global-route usage on met3 was measured as 0.568%. The buffer count from post-CTS setup fixing is 0. The first-pass iteration count of the detailed router came out at 4. The number of core rows is 21. The number of different library cells used by synthesis comes to 28.

The fraction of the cycle the final worst path needs came out at 77.1%. The worst hold path was traced through 4 stages. The horizontal die size came out at 80 um.

The number of antenna violations at the first check in global routing was 0. Data arrives at the worst endpoint at 2850 ps. Setup repair after global routing left no endpoint under its margin.

Note that the worst hold path type here is input port to output port. The critical path's largest stage delay is 620 ps. Routing resource usage on met1 recorded by global route was 3.89%. Per the slew report, the remaining headroom to the max-slew limit stands at 71.9%. Per the layout area report, the register area comes to 0 um^2.

The floorplan utilization came out at 7.40%. The share of final-layout standard cells stronger than drive strength 1 is 8.51%. The first-pass GRT wire length came out at 1.46 mm. The number of pins with negative max-slew slack in the final report came out at 0. The multi-input gate area in the final layout is 218 um^2. The static power due to leakage is 0.125 nW. The nature of the critical path endpoint is an output port. The total negative slack came out at 0 ps.

Hold-check failures listed in the final report amount to 0.
## worst max path at each step
stage                     from   endpoint  slack [ps]
after CTS             io_in[3]  io_out[3]        1140
after global routing  io_in[2]  io_out[4]        1040
final                 io_in[3]  io_out[3]        1150
## cell families after synthesis
| group | after synthesis | share of synthesized area (%) |
|---|---|---|
| AOI/OAI and AO/OA | 10 | 30.2 |
| and+or+nand+nor | 17 | 44.1 |
| xor gates and xnor gates | 1 | 3.47 |
| buffers and inverters | 6 | 13.9 |
| muxes | 2 | 8.42 |
## layer usage
layer  part of all wire, %  vias up
met1                    44      136
met2                    50        6
met4                     0        0
met3                   5.9        0
met5                     0        -
li1                      -      159
## per-stage QoR
step / setup slack (ps) / power, W / hold WS [ps] / util, % / cells
after floorplan: 2360 / 0.0000138 / 2060 / - / 36
after global placement: 1160 / 0.0000240 / 3120 / 12.7 / 93
after detailed placement: 1150 / 0.0000245 / 3120 / 12.7 / 93
after CTS: 1140 / 0.0000246 / 3120 / 12.7 / 93
after global routing: 1040 / 0.0000271 / 3150 / 12.7 / 93
final: 1150 / 0.0000244 / 3100 / 12.7 / 93
## where the power goes
part | total (W) | leakage [nW] | switching [W] | internal, W
Combinational | 0.0000244 | 0.125 | 0.0000111 | 0.0000133
Clock | 0 | 0 | 0 | 0
Sequential | 0 | 0 | 0 | 0
Total | 0.0000244 | 0.125 | 0.0000111 | 0.0000133
## synthesized netlist by cell type
cell type and n:
a211o_1 1, a21oi_1 2, a221o_1 1, a311o_1 1, a31oi_1 1, and2_0 1, buf_2 1, buf_4 1
buf_6 1, clkbuf_1 1, inv_1 1, inv_2 1, mux2_2 1, mux2i_1 1, nand2_1 3, nand2b_1 2
nand3_1 1, nand3b_1 1, nor2_1 1, nor2b_1 3, nor3_1 2, nor4_4 1, nor4b_1 1, o21ai_0 1
o221ai_1 2, o311ai_1 1, or2_2 1, xnor2_1 1
## tightest hold or removal path: stages
cell and delay (ps):
clkdlybuf4s50_1 500, nor4_4 60, nand3_1 60, clkdlybuf4s50_1 470
## cell type report
| class | count | share of cell area [%] |
|---|---|---|
| Inverter | 2 | 1.73 |
| Timing Repair Buffer | 15 | 34.7 |
| Multi-Input combinational cell | 30 | 50.3 |
| Tap cell | 46 | 13.3 |
Power is estimated from default activity; no workload was simulated.
